==> design.v <==
module ID_EX_Register 
(
    input clk,
    input reset,
    input ID_JumpRegister,
    input ID_RegDst,
    input [31:0] ID_ReadData1,
	 input [31:0] ID_ImmediateExtend,
    input [2:0] ID_ALUOp,
    input ID_ALUSrc,
    input [31:0] ID_ReadData2,
    input ID_MemToReg,
    input ID_MemWrite,
    input ID_MemRead,
    input ID_RegWrite,
    input ID_JumpAndLink,
    input ID_LoadUpperImmediate,
    input [31:0] ID_Instruction,
    input [31:0] ID_PC_4,
	 output EX_JumpRegister,
    output EX_RegDst,
    output [31:0] EX_ReadData1,
	 output [31:0] EX_ImmediateExtend,
    output [2:0] EX_ALUOp,
    output EX_ALUSrc,
    output [31:0] EX_ReadData2,
    output EX_MemToReg,
    output EX_MemWrite,
    output EX_MemRead,
    output EX_RegWrite,
    output EX_JumpAndLink,
    output EX_LoadUpperImmediate,
    output [31:0] EX_Instruction,
    output [31:0] EX_PC_4
);
reg JumpRegister;
reg RegDst;
reg [31:0] ReadData1;
reg [31:0] ImmediateExtend;
reg [2:0] ALUOp;
reg ALUSrc;
reg [31:0] ReadData2;
reg MemToReg;
reg MemWrite;
reg MemRead;
reg RegWrite;
reg JumpAndLink;
reg LoadUpperImmediate;
reg [31:0] Instruction;
reg [31:0] PC_4;
assign EX_JumpRegister = JumpRegister;
assign EX_RegDst = RegDst;
assign EX_ReadData1 = ReadData1;
assign EX_ImmediateExtend = ImmediateExtend;
assign EX_ALUOp = ALUOp;
assign EX_ALUSrc = ALUSrc;
assign EX_ReadData2 = ReadData2;
assign EX_MemToReg = MemToReg;
assign EX_MemWrite = MemWrite;
assign EX_MemRead = MemRead;
assign EX_RegWrite = RegWrite;
assign EX_JumpAndLink = JumpAndLink;
assign EX_LoadUpperImmediate = LoadUpperImmediate;
assign EX_Instruction = Instruction;
assign EX_PC_4 = PC_4;
always @(negedge reset or posedge clk) begin
    if (!reset)
	   begin
        JumpRegister <= 1'b0;
        RegDst <= 1'b0;
        ReadData1 <= 32'b0;
        ImmediateExtend <= 32'b0;
        ALUOp <= 3'b0;
        ALUSrc <= 1'b0;
        ReadData2 <= 32'b0;
        MemToReg <= 1'b0;
        MemWrite <= 1'b0;
        MemRead <= 1'b0;
        RegWrite <= 1'b0;
        JumpAndLink <= 1'b0;
        LoadUpperImmediate <= 1'b0;
        Instruction <= 32'b0;
        PC_4 <= 32'b0;
      end
	 else
	   begin
	     JumpRegister <= ID_JumpRegister;
        RegDst <= ID_RegDst;
        ReadData1 <= ID_ReadData1;
        ImmediateExtend <= ID_ImmediateExtend;
        ALUOp <= ID_ALUOp;
        ALUSrc <= ID_ALUSrc;
        ReadData2 <= ID_ReadData2;
        MemToReg <= ID_MemToReg;
        MemWrite <= ID_MemWrite;
        MemRead <= ID_MemRead;
        RegWrite <= ID_RegWrite;
        JumpAndLink <= ID_JumpAndLink;
        LoadUpperImmediate <= ID_LoadUpperImmediate;
        Instruction <= ID_Instruction;
        PC_4 <= ID_PC_4;
		end
end
endmodule
==> run.sh <==
#!/bin/bash
# OpenROAD 26Q1-2900-gdf79404cd8, Yosys 0.63+post, stock flow scripts
make -C /OpenROAD-flow-scripts/flow DESIGN_CONFIG=/design/flow/config.mk WORK_HOME=/design/flow/orfs finish
==> config.mk <==
export PLATFORM = sky130hd
export DESIGN_NAME = ID_EX_Register
export DESIGN_NICKNAME = ID_EX_Register
export VERILOG_FILES = /design/flow/design.v
export SDC_FILE = /design/flow/constraint.sdc
export NUM_CORES = 4
export LEC_CHECK = 1
export CORE_AREA = 10 10 190 190
export DIE_AREA = 0 0 200 200
==> constraint.sdc <==
current_design ID_EX_Register

set clk_period 1.0
set clk_io_pct 0.2

create_clock -name clk0 -period $clk_period [get_ports {clk}]

set non_clock_inputs [all_inputs -no_clocks]
set_input_delay [expr $clk_period * $clk_io_pct] -clock clk0 $non_clock_inputs
set_output_delay [expr $clk_period * $clk_io_pct] -clock clk0 [all_outputs]
==> ci_impl_report.md <==
### Flow metrics

| Metric | Value |
|---|---|
| Status | finished with violations |
| Failing checks | negative hold slack, negative setup slack |
| WHS | -211 ps |
| Met1 Track Usage GR | between 8 and 9% |
| Crit path buf inv count | 1 |
| Number of distinct library cells after synthesis | 1 |
| MI comb area | 0 sq um |
| Syn_area_per_cell | around 25 sq um |
| GRT Overall Usage | under 10% |
| Global-route wire length before repair | 22600 um |
| Synthesized area | 4300 sq um |
| Fin area | slightly above 8000 sq um |
| Die W | ~200 um |
| Post-synth regs | 172 |
| Dpl hpwl | about 13000 um |
| Worst-path fanout max | 1 |
| Gate count after technology mapping | between 150 and 200 |
| Worst min path class | in -> async |
| Antenna diodes | 0 |
| Worst Setup Start Kind | register |
| Vias/cell | ~2.9 |
| DRT Wirelength | between 15000 and 20000 um |
| Root Buffer | clkbuf_16 |
| Fin crit period | approximately 1100 ps |
| WL/cell | ~16 um |
| Fmax | between 800 and 900 MHz |
| Detail Route Antenna Nets | 0 |
| Tool Warnings | 29 |
| Pre-antenna DRT Iters | 4 |
| GRT met3 Usage | between 4 and 5% |
| Worst path slowest cell | dfrtp_1 |
| Crit path max-delay family | flip-flops |
| Seq/Total Area, Yosys | 100% |
| Crit path launch | PC_4[28] |
| DRC Markers | 0 |
| Global routing's busiest layer | met2 |
| YS warnings | 1 |
| TritonCTS Buffers | 17 |
| Clock buffer depth | 2 |
| Max_cap viols | 0 |
| DIE AREA | 40000 sq um |
| LEAKAGE | around 3.7 nW |
| Io pins | approximately 350 |
| Place WS | -104 ps |
| Drt initial violations | between 40 and 50 |
| Element type at the critical path end | output port |
| Clk slew on worst S/H paths | around 70 ps |
| Hold Vio Cnt, Final | 16 |
| GRT overflow | 0 |
| CP Cell Sequence | buf_2 |
| Multi-input combinational cell count | 0 |
| Setup Viol. Count Final | ~170 |
| Fin worst setup slack | -142 ps |
| CP Data Required Time | ~800 ps |
| Largest net degree at the start of global routing | 38 |
| PwrDens | 1890 nW/um^2 |
| Post-CTS setup buffer count | 0 |
| Fin crit share | 114% |
| CP peak stage delay | between 300 and 400 ps |
| Synthesis-to-layout area growth | 91.1% |
| Clk sinks | roughly 170 |
| Worst path arrival time | roughly 940 ps |
| Area after DPL | 8400 sq um |
| FP Util | a little over an eighth |
| Core ar. | 31800 sq um |
| Placer Congestion | between 0.8 and 0.9 |
| VDD IR max | roughly 0.0011 V |
| Max Transition Viols Final | 0 |
| Slew Limit Headroom | 63.5% |
| Initial antenna violation count | 0 |
| RSZ-0062 raised after global routing | yes |
| TritonCTS clock tree | done |
| H-tree levels | 4 |
| Port Buf Inserts | around 350 |
| Number of global-route vias before repair | between 3k and 4k |
| Worst-Margin Slew | 545 ps |
| Worst Setup Path Type | reg -> out |
| Rows | 65 |
| Die Height | 200 um |
| Met2 Track Usage GR | roughly an eighth |
| Via count | around 2.9k |
| YS chip area | roughly 4300 sq um |
| Layout cells sized above 1 | around two fifths |
| Yosys Instances | approximately 170 |
-- Yosys cell counts (all sizes together) --
cell | count | area share, %
dfrtp | 172 | 100
-- metrics by stage --
step                      hold WS, ps  power (W)  setup TNS (ps)  instances  utilization (%)
final                            -211     0.0155          -17780        996             25.9
after global placement            114    0.00910            -673        961             26.4
after CTS                        -241     0.0160          -26120        996             25.9
after global routing             -238     0.0163          -29320        996             25.9
after floorplan                 -95.6    0.00743               0        172                -
after detailed placement          112    0.00910            -668        961             26.4
-- cell usage in the layout (no fill, tap or decap) --
cell type        instances
dlygate4sd3_1            1
buf_2                  167
buf_12                   4
clkbuf_1                 1
inv_8                    1
buf_6                    6
dfrtp_1                172
clkinv_4                 1
clkdlybuf4s50_1        172
inv_6                    7
clkinv_2                 2
clkbuf_16               17
buf_4                    7
bufinv_16                3
-- report_power, final --
group / switching, W / total (W) / internal [W]
combinational: 0.000345 / 0.00122 / 0.000870
clock: 0.00295 / 0.00695 / 0.00400
sequential: 0.0000770 / 0.00738 / 0.00730
total: 0.00337 / 0.0155 / 0.0122
-- logic make-up (layout without fill, tap and decap cells) --
kind of cell	after synthesis	after routing	share of synthesized area, %
buf+inv	0	389	0
flops	172	172	100
-- layout make-up --
cell class,count,area [sq um]
fill,3279,23600
sequential,172,4300
timing repair buffer,357,2770
tap,435,544
clock buffer,18,429
clock inverter,14,181
-- layer usage --
metal	vias to the layer above	part of all wire, %	wire length [um]
met4	0	1.3	213
met1	1376	34	5490
met2	188	52	8540
met5	-	0	0
met3	11	13	2100
li1	1286	-	-
-- flip-flops by register name (all words and copies together) (netlist names) --
register            count
ImmediateExtend        32
Instruction            32
PC_4                   32
ReadData1              32
ReadData2              32
ALUOp                   3
ALUSrc                  1
JumpAndLink             1
JumpRegister            1
LoadUpperImmediate      1
MemRead                 1
MemToReg                1
MemWrite                1
RegDst                  1
RegWrite                1
-- worst max-delay path by stage --
stage	endpoint	slack, ps	cells after the start
final	EX_PC_4[28]	-140	1
after global routing	EX_PC_4[28]	-220	1
after CTS	EX_PC_4[28]	-200	1
-- repair_timing --
| action | 4_1_cts | 5_1_grt |
|---|---|---|
| setup endpoints to repair | 172 | 172 |
| gates resized | 566 | 2 |
| hold endpoints to repair | 172 | 16 |
Power figures rest on the tool's default switching activity, not on a simulated workload.
