--- flow/design.v ---
module Multiplexer2to1
#(
	parameter NBits=32
)
(
	input Selector,
	input [NBits-1:0] MUX_Data0,
	input [NBits-1:0] MUX_Data1,
	output reg [NBits-1:0] MUX_Output
);
	always@(Selector,MUX_Data1,MUX_Data0) begin
		if(Selector)
			MUX_Output = MUX_Data1;
		else
			MUX_Output = MUX_Data0;
	end
endmodule
module ForwardingUnit
(
	input [4:0] ID_EX_Rs,
	input [4:0] ID_EX_Rt,
	input [4:0] EX_MEM_Rd,
	input [4:0] EX_MEM_Rt,
	input EX_MEM_RegWrite,
	input MEM_WB_RegWrite,
	input [4:0] MEM_WB_Rd,
	input ID_EX_ALUSrc,
	input EX_MEM_ALUSrc,
	input MEM_WB_ALUSrc,
	input [4:0] MEM_WB_Rt,
	output reg [1:0] ForwardA,
	output reg [1:0] ForwardB
);
wire comparatorResultA;
wire comparatorResultB;
always @(*)
begin
	if (ID_EX_ALUSrc == 0 && EX_MEM_ALUSrc == 0 &&(EX_MEM_Rd == ID_EX_Rs) && (EX_MEM_RegWrite == 1) && (EX_MEM_Rd != 0))		 
		begin
			ForwardA = 2'b10;
		end		
	else if(ID_EX_ALUSrc == 1 && EX_MEM_ALUSrc == 1 && (EX_MEM_RegWrite == 1) && (EX_MEM_Rt == ID_EX_Rs) && (EX_MEM_Rt != 0))  
		begin
			ForwardA = 2'b10;
		end	
	else if(ID_EX_ALUSrc == 0 && EX_MEM_ALUSrc == 1 && (EX_MEM_RegWrite == 1) && (EX_MEM_Rt == ID_EX_Rs) && (EX_MEM_Rt != 0))  
		begin 		
			ForwardA = 2'b10;
		end
	else if(ID_EX_ALUSrc == 1 && EX_MEM_ALUSrc == 0 && (EX_MEM_RegWrite == 1) && (EX_MEM_Rd == ID_EX_Rs) && (EX_MEM_Rd != 0))	 
		begin
			ForwardA = 2'b10;
		end
	else if(comparatorResultA == 1)
		begin
		ForwardA = 2'b01;
		end
	else
		begin
		ForwardA = 2'b00;
		end
end
always @(*)
begin
  if(ID_EX_ALUSrc == 0 && EX_MEM_ALUSrc == 1 && (EX_MEM_RegWrite == 1) && (EX_MEM_Rt == ID_EX_Rt) && (EX_MEM_Rt != 0))  
		begin 		
			ForwardB = 2'b10;
		end
	else if (ID_EX_ALUSrc == 0 && EX_MEM_ALUSrc == 0 &&(EX_MEM_Rd == ID_EX_Rt) && (EX_MEM_RegWrite == 1) && (EX_MEM_Rd != 0))	 
		begin
			ForwardB = 2'b10;
		end		
	else if(comparatorResultB == 1 && ID_EX_ALUSrc == 0)	 
		begin
		ForwardB = 2'b01;
		end
	else
		begin
		ForwardB = 2'b00;
		end
end
RegisterComparator 
comparatorA
(
	.EX_ALUSrc(ID_EX_ALUSrc),
	.MEM_ALUSrc(EX_MEM_ALUSrc),
	.WB_ALUSrc(MEM_WB_ALUSrc),
	.WB_RegWrite(MEM_WB_RegWrite),
	.EX_Op(ID_EX_Rs),
	.EX_Rs(ID_EX_Rs),
	.MEM_Rd(EX_MEM_Rd),
	.MEM_Rt(EX_MEM_Rt),
	.WB_Rd(MEM_WB_Rd),
	.WB_Rt(MEM_WB_Rt),
	.ForwardPlease(comparatorResultA)
);
RegisterComparator 
comparatorB
(
	.EX_ALUSrc(ID_EX_ALUSrc),
	.MEM_ALUSrc(EX_MEM_ALUSrc),
	.WB_ALUSrc(MEM_WB_ALUSrc),
	.WB_RegWrite(MEM_WB_RegWrite),
	.EX_Op(ID_EX_Rt),
	.EX_Rs(ID_EX_Rs),
	.MEM_Rd(EX_MEM_Rd),
	.MEM_Rt(EX_MEM_Rt),
	.WB_Rd(MEM_WB_Rd),
	.WB_Rt(MEM_WB_Rt),
	.ForwardPlease(comparatorResultB)
);
endmodule
module RegisterComparator
(
	input EX_ALUSrc,
	input MEM_ALUSrc,
	input WB_ALUSrc,
	input WB_RegWrite,
	input [4:0] EX_Op,  
	input [4:0] EX_Rs,
	input [4:0] MEM_Rd,
	input [4:0] MEM_Rt,
	input [4:0] WB_Rd,
	input [4:0] WB_Rt,
	output reg ForwardPlease
);
wire[4:0] WBdest_wire;
wire[4:0] MEMdest_wire;
wire[4:0] EXOp_wire;
Multiplexer2to1
#(
	.NBits(5)
)
MUX_WB
(
	.Selector(WB_ALUSrc),
	.MUX_Data0(WB_Rd),
	.MUX_Data1(WB_Rt),
	.MUX_Output(WBdest_wire)
);
Multiplexer2to1
#(
	.NBits(5)
)
MUX_MEM
(
	.Selector(MEM_ALUSrc),
	.MUX_Data0(MEM_Rd),
	.MUX_Data1(MEM_Rt),
	.MUX_Output(MEMdest_wire)
);
Multiplexer2to1
#(
	.NBits(5)
)
MUX_EX
(
	.Selector(EX_ALUSrc),
	.MUX_Data0(EX_Op),
	.MUX_Data1(EX_Rs),
	.MUX_Output(EXOp_wire)
);
always @(*)
begin
	if(WB_RegWrite == 1 && WBdest_wire!= 0 && (MEMdest_wire != EXOp_wire) && (WBdest_wire == EXOp_wire))
	begin
		ForwardPlease = 1;
	end
	else
		ForwardPlease = 0;
end
endmodule
--- flow/run.sh ---
#!/bin/bash
# OpenROAD 26Q1-2900-gdf79404cd8, Yosys 0.63+post, stock flow scripts
make -C /OpenROAD-flow-scripts/flow DESIGN_CONFIG=/design/flow/config.mk WORK_HOME=/design/flow/orfs finish
--- flow/config.mk ---
export PLATFORM = sky130hd
export DESIGN_NAME = ForwardingUnit
export DESIGN_NICKNAME = ForwardingUnit
export VERILOG_FILES = /design/flow/design.v
export SDC_FILE = /design/flow/constraint.sdc
export NUM_CORES = 4
export LEC_CHECK = 1
export CORE_AREA = 10 10 82 82
export DIE_AREA = 0 0 92 92
--- flow/constraint.sdc ---
current_design ForwardingUnit

set clk_period 3.4
set clk_io_pct 0.2

create_clock -name clk0 -period $clk_period

set non_clock_inputs [all_inputs -no_clocks]
set_input_delay [expr $clk_period * $clk_io_pct] -clock clk0 $non_clock_inputs
set_output_delay [expr $clk_period * $clk_io_pct] -clock clk0 [all_outputs]
==> flow_metrics.env <==
# physical design summary
export IMPL_fin_cells=225
export IMPL_overflow=0
export IMPL_hpwl_mm=2.42
export IMPL_cap_violations=0
export IMPL_grt_pass1_wl_mm=4.39
export IMPL_cp_max_fo=9
export IMPL_max_stage_delay_ns=0.46
export IMPL_critPathArrivalTime_ns=2.63
export IMPL_flops=0
export IMPL_critical_path_most_common_cell="clkdlybuf4s50_1"
export IMPL_startpoint_type="input pin"
export IMPL_worst_pin_slew_ns=0.326
export IMPL_clkbuf_count=0
export IMPL_syn_to_final_growth_pct=88.3
export IMPL_seq_area_um2=0
export IMPL_final_area_um2=1470
export IMPL_ys_cells=98
export IMPL_ant_nets=0
export IMPL_min_period_ns=3.31
export IMPL_grt_max_degree=10
export IMPL_dp_cells=223
export IMPL_antenna_found_initial=0
export IMPL_switching_share=0.413
export IMPL_fp_coreArea_um2=5070
export IMPL_power_frac_seq=0
export IMPL_drt_wl_total_mm=2.74
export IMPL_die_x_um=92
export IMPL_antenna_cells=0
export IMPL_yosysWarnings=3
export IMPL_power_density_nw_per_um2=125
export IMPL_detail_route_iter0_violations=25
export IMPL_row_count=26
export IMPL_die_area_um2=8460
export IMPL_io_buffers=39
export IMPL_cp_end_kind="primary output"
export IMPL_p_clk_frac=0
export IMPL_cp_slowest_cell="clkdlybuf4s50_1"
export IMPL_drt_drc_violations_left=0
export IMPL_ys_seq_share=0
export IMPL_finalHoldViolCount=0
export IMPL_min_to="ForwardA[0]"
export IMPL_vias_per_cell=3.73
export IMPL_max_freq_mhz=302
export IMPL_slew_violations=0
export IMPL_boundaryPins=39
export IMPL_required_ns=2.72
export IMPL_core_util_floorplan=0.153
export IMPL_synth_cells=98
export IMPL_layout_top_cell="clkdlybuf4s50_1"
export IMPL_syn_area_um2=778
export IMPL_worstHoldPathType="in -> out"
export IMPL_synth_chip_area_um2=778
export IMPL_track_usage=0.0615
export IMPL_warning_count=33
export IMPL_synth_avg_cell_area_um2=7.94
export IMPL_comb_power_share=1.000
export IMPL_comb_area_um2=783
export IMPL_die_h_um=92
export IMPL_wl_per_cell_um=12.2
export IMPL_lay_top_cells="clkdlybuf4s50_1 (30), buf_4 (26), xor2_1 (22), xnor2_1 (17)"
export IMPL_worstSetupPathType="in -> out"
export IMPL_cellLeakagePower_nw=0.575
export IMPL_holdPathStages=5
export IMPL_synth_distinct_cells=26
export IMPL_period_used=0.975
export IMPL_rsz0062_at_grt="yes"
export IMPL_num_vias=840
export IMPL_grt_pass1_vias=894
export IMPL_path_cells="clkdlybuf4s50_1 -> buf_4 -> mux2i_1 -> xnor2_1 -> nand3_1 -> o311a_1 -> clkdlybuf4s50_1"
export IMPL_placed_area_um2=1410
export IMPL_setup_viol=0
export IMPL_internal_power_uw=107
export IMPL_status="finished clean"
export IMPL_ir_drop_uv=27.4
export IMPL_drive_above_1_share=0.245
export IMPL_fill_cells=542
export IMPL_relSlewSlack=0.782
export IMPL_p_switching_uw=75.5
export IMPL_hold_start="ID_EX_Rs[4]"
export IMPL_drtPass1Iterations=4
export IMPL_place_gp_congestion=0.914
[area by class of cell]
cell class	instances	share of cell area
multi-input cells	89	0.535
well taps	70	0.0598
repair buffers	66	0.406
[routing by layer]
| metal | global-route usage | vias to the layer above | wire (µm) |
|---|---|---|---|
| met4 | 0 | 0 | 0 |
| met3 | 0.00824 | 0 | 119 |
| met2 | 0.106 | 18 | 1350 |
| met5 | 0 | - | 0 |
| met1 | 0.0841 | 365 | 1270 |
| li1 | - | 457 | - |
[cells by family after synthesis]
kind of cell | synth area share
compound gates | 0.0546
xor+xnor | 0.439
simple gates | 0.217
mux | 0.232
buf+inv | 0.0579
[critical path: cells and delay by family]
family                    cells  cell delay (ns)
buffers and inverters         3             1.07
muxes                         1             0.31
AOI/OAI and AO/OA             1             0.30
xor gates and xnor gates      1             0.16
and+or+nand+nor               1             0.11
[timing repair]
action | CTS | global route
buffers inserted | 2 | 0
hold buffers | 0 | 0
endpoints found under the hold margin | 0 | 0
gates resized | 15 | 3
pin swaps | 5 | 1
setup endpoints to repair | 3 | 2
[worst max-delay path by stage]
stage	start	endpoint	slack, ns	cells past startpoint
finish	EX_MEM_ALUSrc	ForwardB[0]	0.09	7
CTS	ID_EX_Rs[3]	ForwardA[1]	0.04	6
global route	ID_EX_ALUSrc	ForwardB[0]	-0.02	7
[synth_stat cells, types with 2 or more instances]
master / count / share of area
xor2_1: 22 / 0.25
o41ai_1: 2 / 0.023
nor4_1: 2 / 0.016
nor3_1: 3 / 0.019
mux2i_2: 2 / 0.035
nor2_1: 3 / 0.014
nand3b_1: 2 / 0.019
nand2_1: 4 / 0.019
nand4_1: 3 / 0.024
xnor2_1: 17 / 0.19
mux2i_1: 13 / 0.17
or4_1: 3 / 0.029
nand3_1: 3 / 0.019
buf_2: 3 / 0.019
clkbuf_1: 5 / 0.024
[stage by stage]
step | util | power, mW | setup WS [ns] | hold slack, ns | setup TNS [ns]
3_3_place_gp | 0.278 | 0.174 | -0.130 | 2.33 | -0.357
5_1_grt | 0.289 | 0.198 | -0.0154 | 2.26 | -0.0154
6_report | 0.289 | 0.183 | 0.0855 | 2.21 | 0
4_1_cts | 0.286 | 0.181 | 0.0432 | 2.23 | 0
2_1_floorplan | - | 0.0861 | 0.915 | 1.43 | 0
3_5_place_dp | 0.278 | 0.174 | -0.162 | 2.34 | -0.402
[power by group through the flow]
| stage | combinational, mW | sequential [mW] | clock, mW |
|---|---|---|---|
| final | 0.183 | 0 | 0 |
| after global routing | 0.198 | 0 | 0 |
| after CTS | 0.181 | 0 | 0 |
Power figures rest on the tool's default switching activity, not on a simulated workload.
